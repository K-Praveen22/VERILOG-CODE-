**design/flow/design.v**
```verilog
module comparator(
  input[3:0]a,b,
  output reg a_grt_b,a_less_b,a_eq_b);
  always @(*)begin
    a_grt_b= 0; a_less_b= 0; a_eq_b=0;
    if (a>b)
      a_grt_b=1'b1;
    else if(a<b) 
      a_less_b=1'b1;
    else 
      a_eq_b=1'b1;
  end
endmodule
```
**design/flow/run.sh**
```bash
#!/bin/bash
# OpenROAD 26Q1-2900-gdf79404cd8, Yosys 0.63+post, stock flow scripts
make -C /OpenROAD-flow-scripts/flow DESIGN_CONFIG=/design/flow/config.mk WORK_HOME=/design/flow/orfs finish
```
**design/flow/config.mk**
```make
export PLATFORM = sky130hd
export DESIGN_NAME = comparator
export DESIGN_NICKNAME = comparator
export VERILOG_FILES = /design/flow/design.v
export SDC_FILE = /design/flow/constraint.sdc
export NUM_CORES = 4
export LEC_CHECK = 1
export CORE_AREA = 10 10 70 70
export DIE_AREA = 0 0 80 80
```
**design/flow/constraint.sdc**
```tcl
current_design comparator

set clk_period 1.8
set clk_io_pct 0.2

create_clock -name clk0 -period $clk_period

set non_clock_inputs [all_inputs -no_clocks]
set_input_delay [expr $clk_period * $clk_io_pct] -clock clk0 $non_clock_inputs
set_output_delay [expr $clk_period * $clk_io_pct] -clock clk0 [all_outputs]
```
==> impl_metrics.tcl <==
# place-and-route summary
set metrics [dict create \
    final-setup-viol-count 0 \
    dieArea_sq_um 6400 \
    nClkBuffers 0 \
    grt_pass1_vias 162 \
    warnings 32 \
    combinationalPowerShare_pct 100.0 \
    p_leak_nw 0.134 \
    fmax_ghz 0.578 \
    syn-cell-area_sq_um 119 \
    ys_cells 18 \
    synth_seq_share_pct 0 \
    drc_errors 0 \
    place_hpwl_microns 435 \
    crit_fanout 3 \
    final-max-slew-violation-count 0 \
    ant_nets 0 \
    period_used_pct 96.2 \
    yosysTopAreaCell "ha_1" \
    path_cells "dlygate4sd2_1 > ha_4 > a21oi_2 > a311oi_1 > buf_2" \
    worstMarginPinSlew_ns 0.207 \
    power_density_nw_per_um2 208 \
    path_class "primary input to primary output" \
    p_sw_share_pct 41.5 \
    cap_violations 0 \
    core_area_sq_um 3420 \
    ys_types 9 \
    rows 21 \
    post_cts_resized 32 \
    layout_min_cycle_time_ns 1.73 \
    startpoint_type "primary input" \
    yosys_warnings 1 \
    postCtsSetupBuffers 0 \
    drive_gt1_share_pct 51.7 \
    ios 11 \
    arrival_ns 1.37 \
    ys_area_sq_um 119 \
    grt_max_degree 4 \
    top_cells_by_area "ha_1 42%, inv_1 16%, a21oi_1 8.4%, a311oi_1 7.4%, a21o_1 6.3%" \
    switching_power_mw 0.0287 \
    slew_headroom_pct 86.1 \
    crit_slowest_cell "ha_4" \
    postSynthAreaPerCell_sq_um 6.60 \
    antenna_cells 0 \
    placement.io_buffers 11 \
    fp_util_pct 3.48 \
    top_cell_area_share_pct 42.1 \
    flop-count 0 \
    seqCellArea_sq_um 0 \
    hold_path_class "primary input to primary output" \
    finalHoldViolations 0 \
    rsz0062_at_grt "no" \
    p_int_mw 0.0405 \
    grt_overflow 0 \
    slowest_delay_ns 0.29 \
    whs_ns 1.28 \
    peakVddDrop_mv 0.0285 \
    syn_to_final_growth_pct 180 \
    place_ws_ns -0.582 \
    final.setup.worst_slack_ns 0.0685 \
    ctsHoldBuffers 0 \
    gr-usage-all-layers_pct 1.71 \
    viasPerCell 2.01 \
    dr_total_vias 151 \
    cp-end-kind "primary output" \
    first_pass_iters 2 \
    wirelength_microns 513 \
    p_seq_share_pct 0 \
    die_h_microns 80 \
    finalWeightedCongestion 0.670 \
    pwr-share-clk_pct 0 \
    drtIter0Drc 2 \
    status "finished, final reports clean" \
    antenna_found_initial 0 \
    worst_ep_required_time_ns 1.44 \
    syn_inst 18 \
    grt_pass1_wl_microns 855 \
    die_x_microns 80 \
    avgRoutedWirePerCell_microns 6.84 \
]
[cells in the final DEF (no fill, tap or decap), drive strengths merged]
master       n
dlygate4sd2  8
inv          5
ha           4
buf          3
a21oi        2
nand2        2
nand2b       1
a21o         1
nor2         1
a311oi       1
and2         1
[power groups by stage]
stage     clock network, mW  registers, mW  logic [mW]
4_1_cts                   0              0      0.0712
5_1_grt                   0              0      0.0784
6_report                  0              0      0.0693
[synth_stat cells]
cell,n
inv_1,5
ha_1,4
a21oi_1,2
nand2_1,2
a21o_1,1
a311oi_1,1
and2_1,1
nand2b_1,1
nor2_1,1
[logic make-up (layout without fill, tap and decap cells)]
logic type	count (synthesis)	in the layout	synth area share, %
buffers and inverters	5	16	15.8
and+or+nand+nor	5	5	20.0
adders and majority gates	4	4	42.1
AOI/OAI and AO/OA	4	4	22.1
[cell type report]
type	instances	area, sq um
Inverter	5	18.8
Fill cell	403	3080
Multi-Input combinational cell	13	171
Tap cell	46	57.6
Timing Repair Buffer	11	85.1
[through the flow]
stage          power (mW)  instances  utilization [%]  setup TNS, ns  cell area, sq um
2_1_floorplan      0.0204         18                -              0               119
3_3_place_gp       0.0562         75             8.39          -1.75               287
3_5_place_dp       0.0573         75             8.39          -1.73               287
4_1_cts            0.0712         75             9.74              0               333
5_1_grt            0.0784         75             9.74              0               333
6_report           0.0693         75             9.74              0               333
[path summary, 6_finish.rpt]
kind | to | depth (start not counted) | from
max | a_eq_b | 5 | a[3]
min | a_eq_b | 4 | b[0]
[routing by layer]
layer,routed length (microns),global-route usage [%],vias to the layer above
li1,-,-,81
met1,186,1.91,66
met2,291,3.37,4
met3,35,0.341,0
met4,0,0,0
met5,0,0,-
[critical path, delay by kind of cell]
kind / cells / cell delay (ns)
compound gates: 2 / 0.32
fa+ha+maj: 1 / 0.29
buf+inv: 2 / 0.40
Power and IR drop assume default switching activity.
